**design/flow/design.v**
```verilog
module Convolution_without_pipeline_dic290(
    input clk, rst_n,             
    input in_valid, weight_valid,  
    input [15:0] In_IFM_1,        
    input [15:0] In_Weight_1,     
    output reg out_valid,         
    output reg [35:0] Out_OFM     
);
wire [15:0] I0, I1, I2, I3, I4, I5, I6, I7, I8;
wire [35:0] Adder;
reg [7:0] count;   
reg [7:0] n_out;   
integer i;         
reg [15:0] IFM_Buffer [0:48];     
reg [15:0] Weight_Buffer [0:8];   
assign I0 = IFM_Buffer[n_out];
assign I1 = IFM_Buffer[n_out+1];
assign I2 = IFM_Buffer[n_out+2];
assign I3 = IFM_Buffer[n_out+7];
assign I4 = IFM_Buffer[n_out+8];
assign I5 = IFM_Buffer[n_out+9];
assign I6 = IFM_Buffer[n_out+14];
assign I7 = IFM_Buffer[n_out+15];
assign I8 = IFM_Buffer[n_out+16];
assign Adder = (I0 * Weight_Buffer[0]) + (I1 * Weight_Buffer[1]) + (I2 * Weight_Buffer[2]) +
              (I3 * Weight_Buffer[3]) + (I4 * Weight_Buffer[4]) + (I5 * Weight_Buffer[5]) +
              (I6 * Weight_Buffer[6]) + (I7 * Weight_Buffer[7]) + (I8 * Weight_Buffer[8]);
always @(posedge clk or negedge rst_n) begin
    if (!rst_n) begin
        for (i = 0; i < 9; i = i + 1)
            Weight_Buffer[i] <= 0;
    end
    else if (weight_valid && count < 9)
        Weight_Buffer[count] <= In_Weight_1;
end
always @(posedge clk or negedge rst_n) begin
    if (!rst_n) begin
        count <= 0;
        for (i = 0; i < 49; i = i + 1)
            IFM_Buffer[i] <= 0;
    end
    else begin
        if (in_valid) begin
            if (count < 49) begin
                count <= count + 1;
                IFM_Buffer[count] <= In_IFM_1;
            end
        end
        else count <= 0;
    end
end
always @(posedge clk or negedge rst_n) begin
    if (!rst_n) begin
        n_out <= 0;
        Out_OFM <= 36'd0;
        out_valid <= 1'd0;
    end
    else if (count > 24) begin
        Out_OFM <= Adder;
        out_valid <= 1'd1;
        if (n_out % 7 == 4) n_out <= n_out + 3;
        else n_out <= n_out + 1;
    end
    else begin
        Out_OFM <= 36'd0;
        out_valid <= 1'd0;
        n_out <= 0;
    end
end
endmodule
```
**design/flow/config.mk**
```make
export PLATFORM = sky130hd
export DESIGN_NAME = Convolution_without_pipeline_dic290
export DESIGN_NICKNAME = Convolution_without_pipeline_dic290
export VERILOG_FILES = /design/flow/design.v
export SDC_FILE = /design/flow/constraint.sdc
export NUM_CORES = 4
export LEC_CHECK = 1
export CORE_UTILIZATION = 30
```
**design/flow/constraint.sdc**
```tcl
current_design Convolution_without_pipeline_dic290

set clk_period 106.2
set clk_io_pct 0.2

create_clock -name clk0 -period $clk_period [get_ports {clk}]

set non_clock_inputs [all_inputs -no_clocks]
set_input_delay [expr $clk_period * $clk_io_pct] -clock clk0 $non_clock_inputs
set_output_delay [expr $clk_period * $clk_io_pct] -clock clk0 [all_outputs]
```
**design/flow/run.sh**
```bash
#!/bin/bash
# OpenROAD 26Q1-2900-gdf79404cd8, Yosys 0.63+post, stock flow scripts
make -C /OpenROAD-flow-scripts/flow DESIGN_CONFIG=/design/flow/config.mk WORK_HOME=/design/flow/orfs finish
```
==> COMMIT_EDITMSG <==
Record implementation results from latest flow run

* Status: aborted with a tool error
- Last stage the flow got to: global routing
* Error msg: [ERROR GRT-0116] Global routing finished with congestion. Check the congestion regions in the DRC Viewer.
* RD Place Congestion: 1.444
- Worst slack at placement: 81.05 ns
* Chip area from the yosys synthesis statistics: 0.1575 mm2
* Chip Height: 726.7 um
- Library cell with the highest instance count after synthesis: sky130_fd_sc_hd__fa_1
- The H-tree generated during clock tree synthesis spans 4 levels.
* Post-detailed-placement half-perimeter wirelength: 1145000 um
- The post-CTS hold buffer count recorded in the log is 0.
* Postcts setup bufs: 0
* Cell type contributing the most total cell area after synthesis: sky130_fd_sc_hd__fa_1
- Number of enable flip-flop cells: 0
* GR Overflow Total: 124
- All-Layer GR Usage: 72.64%
* Library cells used by synthesis: 101
- Clock root buffer master: sky130_fd_sc_hd__clkbuf_16
- Yosys Instances: 16.98k
- Total of warnings raised by yosys: 3
- Max clock buf depth: 4
- Initial standard-cell utilization of the core: 30.19%
* Share of synthesized area occupied by flip-flops and latches: 15.58%
* Synth Register Bits: 981
* Number of cells produced by synthesis: 16.98k
- Top flip-flop cell by instance count after synthesis: sky130_fd_sc_hd__dfrtp_1
- Width of the die: 726.7 um
- For this run, asynchronously set or reset flops after synthesis account for 100.0%.
* Placement row count: 265
- CTS saw 981 sinks.
- As logged by OpenROAD, the buffers inserted on ports number 72.
- Top area cells in the synthesized netlist: sky130_fd_sc_hd__fa_1 (28%), sky130_fd_sc_hd__dfrtp_1 (16%), sky130_fd_sc_hd__a221oi_1 (8.4%), sky130_fd_sc_hd__a22o_1 (8.4%), sky130_fd_sc_hd__ha_1 (6.4%)
* Synth top cells by count: sky130_fd_sc_hd__fa_1 (2242), sky130_fd_sc_hd__inv_1 (2215), sky130_fd_sc_hd__nand2_1 (1560)
- Once the clock tree was built, the resizer swapped 0 gates to a different size.
- CTS added clock buffers totalling 136.
- Post-synthesis instance area: 0.1575 mm2
- Entering global routing, the biggest net connects 88 pins.
* Top area contributor share: 28.49%
- Mean instance size in the synthesized netlist: 9.280 um2
- Wire length of the first global-routing pass: 2363000 um
- Via count of the first global-routing pass: 190.3k
- I/O pin count: 73
==> metrics by stage <==
step	cells	total power (W)	instance area [um2]
floorplan	16980	0.02655	157500
global placement	23950	0.04046	176400
detailed placement	23950	0.04043	176400
CTS	24190	0.04107	180900
==> per-layer routing <==
layer / global-route usage (%) / overflow
met5: 57.00 / 5
met2: 79.52 / 40
met3: 68.01 / 31
met1: 73.62 / 19
met4: 66.46 / 29
==> logic make-up after synthesis <==
kind of cell             synth area share (%)
AND-OR/OR-AND                           20.60
XOR/XNOR                               0.4416
adder cells (fa/ha/maj)                 34.91
buffers and inverters                   9.646
flip-flops                              15.58
multiplexers                            6.496
AND/OR/NAND/NOR                         12.32
Power figures rest on the tool's default switching activity, not on a simulated workload.
