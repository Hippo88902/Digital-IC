==> ./design.v <==
module Convolution_optimize_dic290(
clk,
rst_n,
in_valid,
weight_valid,
In_IFM_1,
In_Weight_1,
out_valid, 
Out_OFM	
);
input clk, rst_n, in_valid, weight_valid;
input [15:0]In_IFM_1;		
input [15:0]In_Weight_1;
output reg out_valid;
output reg[35:0] Out_OFM;
integer i, j;
reg [5:0]count;
reg [15:0]IFM_Buffer[0:48] ;    
reg [15:0]Weight_Buffer[0:8];   
always@(posedge clk or negedge rst_n) begin
	if(!rst_n) begin
		for (i=0;i<9;i=i+1) 
			Weight_Buffer[i] <= 0;
	end
	else if(weight_valid && count < 9)
		Weight_Buffer[count] <= In_Weight_1;
end
always@(posedge clk or negedge rst_n) begin
	if(!rst_n) begin
		for (i=0;i<49;i=i+1) 
			IFM_Buffer[i] <= 0;
	end
	else if(in_valid && count < 49) begin
		IFM_Buffer[count]  <= In_IFM_1;
	end                
end
parameter IDLE = 0;
parameter OUT  = 1;
reg cur_state;
reg nxt_state;
reg [15:0]conv_in[0:8];
reg [15:0]conv_in_seq[0:8];
reg [31:0]multi_out[0:8];
reg [33:0]add_3_0;
reg [31:0]add_3_1;
reg [33:0]add_3_2;
always @(*) begin
	case(cur_state)
		IDLE : begin
			if(count == 28) begin
				nxt_state = OUT;
			end
			else begin
				nxt_state = IDLE;
			end
		end
		OUT : begin
			if(count == 0) begin
				nxt_state = IDLE;
			end
			else begin
				nxt_state = OUT;
			end
		end
		default : begin
			nxt_state = IDLE;
		end
	endcase
end
always @(*) begin
	for(i = 0; i < 9; i = i + 1) begin
		conv_in[i] = 0;
	end
	case(count)
		25 : begin
			conv_in[0] = IFM_Buffer[0];
			conv_in[1] = IFM_Buffer[1];
			conv_in[2] = IFM_Buffer[2];
			conv_in[3] = IFM_Buffer[7];
			conv_in[4] = IFM_Buffer[8];
			conv_in[5] = IFM_Buffer[9];
			conv_in[6] = IFM_Buffer[14];
			conv_in[7] = IFM_Buffer[15];
			conv_in[8] = IFM_Buffer[16];
		end
		26 : begin
			conv_in[0] = IFM_Buffer[1];
			conv_in[1] = IFM_Buffer[2];
			conv_in[2] = IFM_Buffer[3];
			conv_in[3] = IFM_Buffer[8];
			conv_in[4] = IFM_Buffer[9];
			conv_in[5] = IFM_Buffer[10];
			conv_in[6] = IFM_Buffer[15];
			conv_in[7] = IFM_Buffer[16];
			conv_in[8] = IFM_Buffer[17];
		end
		27 : begin
			conv_in[0] = IFM_Buffer[2];
			conv_in[1] = IFM_Buffer[3];
			conv_in[2] = IFM_Buffer[4];
			conv_in[3] = IFM_Buffer[9];
			conv_in[4] = IFM_Buffer[10];
			conv_in[5] = IFM_Buffer[11];
			conv_in[6] = IFM_Buffer[16];
			conv_in[7] = IFM_Buffer[17];
			conv_in[8] = IFM_Buffer[18];
		end
		28 : begin
			conv_in[0] = IFM_Buffer[3];
			conv_in[1] = IFM_Buffer[4];
			conv_in[2] = IFM_Buffer[5];
			conv_in[3] = IFM_Buffer[10];
			conv_in[4] = IFM_Buffer[11];
			conv_in[5] = IFM_Buffer[12];
			conv_in[6] = IFM_Buffer[17];
			conv_in[7] = IFM_Buffer[18];
			conv_in[8] = IFM_Buffer[19];
		end
		29 : begin
			conv_in[0] = IFM_Buffer[4];
			conv_in[1] = IFM_Buffer[5];
			conv_in[2] = IFM_Buffer[6];
			conv_in[3] = IFM_Buffer[11];
			conv_in[4] = IFM_Buffer[12];
			conv_in[5] = IFM_Buffer[13];
			conv_in[6] = IFM_Buffer[18];
			conv_in[7] = IFM_Buffer[19];
			conv_in[8] = IFM_Buffer[20];
		end
		30 : begin
			conv_in[0] = IFM_Buffer[7];
			conv_in[1] = IFM_Buffer[8];
			conv_in[2] = IFM_Buffer[9];
			conv_in[3] = IFM_Buffer[14];
			conv_in[4] = IFM_Buffer[15];
			conv_in[5] = IFM_Buffer[16];
			conv_in[6] = IFM_Buffer[21];
			conv_in[7] = IFM_Buffer[22];
			conv_in[8] = IFM_Buffer[23];
		end
		31 : begin
			conv_in[0] = IFM_Buffer[8];
			conv_in[1] = IFM_Buffer[9];
			conv_in[2] = IFM_Buffer[10];
			conv_in[3] = IFM_Buffer[15];
			conv_in[4] = IFM_Buffer[16];
			conv_in[5] = IFM_Buffer[17];
			conv_in[6] = IFM_Buffer[22];
			conv_in[7] = IFM_Buffer[23];
			conv_in[8] = IFM_Buffer[24];
		end
		32 : begin
			conv_in[0] = IFM_Buffer[9];
			conv_in[1] = IFM_Buffer[10];
			conv_in[2] = IFM_Buffer[11];
			conv_in[3] = IFM_Buffer[16];
			conv_in[4] = IFM_Buffer[17];
			conv_in[5] = IFM_Buffer[18];
			conv_in[6] = IFM_Buffer[23];
			conv_in[7] = IFM_Buffer[24];
			conv_in[8] = IFM_Buffer[25];
		end
		33 : begin
			conv_in[0] = IFM_Buffer[10];
			conv_in[1] = IFM_Buffer[11];
			conv_in[2] = IFM_Buffer[12];
			conv_in[3] = IFM_Buffer[17];
			conv_in[4] = IFM_Buffer[18];
			conv_in[5] = IFM_Buffer[19];
			conv_in[6] = IFM_Buffer[24];
			conv_in[7] = IFM_Buffer[25];
			conv_in[8] = IFM_Buffer[26];
		end
		34 : begin
			conv_in[0] = IFM_Buffer[11];
			conv_in[1] = IFM_Buffer[12];
			conv_in[2] = IFM_Buffer[13];
			conv_in[3] = IFM_Buffer[18];
			conv_in[4] = IFM_Buffer[19];
			conv_in[5] = IFM_Buffer[20];
			conv_in[6] = IFM_Buffer[25];
			conv_in[7] = IFM_Buffer[26];
			conv_in[8] = IFM_Buffer[27];
		end
		35 : begin
			conv_in[0] = IFM_Buffer[14];
			conv_in[1] = IFM_Buffer[15];
			conv_in[2] = IFM_Buffer[16];
			conv_in[3] = IFM_Buffer[21];
			conv_in[4] = IFM_Buffer[22];
			conv_in[5] = IFM_Buffer[23];
			conv_in[6] = IFM_Buffer[28];
			conv_in[7] = IFM_Buffer[29];
			conv_in[8] = IFM_Buffer[30];
		end
		36 : begin
			conv_in[0] = IFM_Buffer[15];
			conv_in[1] = IFM_Buffer[16];
			conv_in[2] = IFM_Buffer[17];
			conv_in[3] = IFM_Buffer[22];
			conv_in[4] = IFM_Buffer[23];
			conv_in[5] = IFM_Buffer[24];
			conv_in[6] = IFM_Buffer[29];
			conv_in[7] = IFM_Buffer[30];
			conv_in[8] = IFM_Buffer[31];
		end
		37 : begin
			conv_in[0] = IFM_Buffer[16];
			conv_in[1] = IFM_Buffer[17];
			conv_in[2] = IFM_Buffer[18];
			conv_in[3] = IFM_Buffer[23];
			conv_in[4] = IFM_Buffer[24];
			conv_in[5] = IFM_Buffer[25];
			conv_in[6] = IFM_Buffer[30];
			conv_in[7] = IFM_Buffer[31];
			conv_in[8] = IFM_Buffer[32];
		end
		38 : begin
			conv_in[0] = IFM_Buffer[17];
			conv_in[1] = IFM_Buffer[18];
			conv_in[2] = IFM_Buffer[19];
			conv_in[3] = IFM_Buffer[24];
			conv_in[4] = IFM_Buffer[25];
			conv_in[5] = IFM_Buffer[26];
			conv_in[6] = IFM_Buffer[31];
			conv_in[7] = IFM_Buffer[32];
			conv_in[8] = IFM_Buffer[33];
		end
		39 : begin
			conv_in[0] = IFM_Buffer[18];
			conv_in[1] = IFM_Buffer[19];
			conv_in[2] = IFM_Buffer[20];
			conv_in[3] = IFM_Buffer[25];
			conv_in[4] = IFM_Buffer[26];
			conv_in[5] = IFM_Buffer[27];
			conv_in[6] = IFM_Buffer[32];
			conv_in[7] = IFM_Buffer[33];
			conv_in[8] = IFM_Buffer[34];
		end
		40 : begin
			conv_in[0] = IFM_Buffer[21];
			conv_in[1] = IFM_Buffer[22];
			conv_in[2] = IFM_Buffer[23];
			conv_in[3] = IFM_Buffer[28];
			conv_in[4] = IFM_Buffer[29];
			conv_in[5] = IFM_Buffer[30];
			conv_in[6] = IFM_Buffer[35];
			conv_in[7] = IFM_Buffer[36];
			conv_in[8] = IFM_Buffer[37];
		end
		41 : begin
			conv_in[0] = IFM_Buffer[22];
			conv_in[1] = IFM_Buffer[23];
			conv_in[2] = IFM_Buffer[24];
			conv_in[3] = IFM_Buffer[29];
			conv_in[4] = IFM_Buffer[30];
			conv_in[5] = IFM_Buffer[31];
			conv_in[6] = IFM_Buffer[36];
			conv_in[7] = IFM_Buffer[37];
			conv_in[8] = IFM_Buffer[38];
		end
		42 : begin
			conv_in[0] = IFM_Buffer[23];
			conv_in[1] = IFM_Buffer[24];
			conv_in[2] = IFM_Buffer[25];
			conv_in[3] = IFM_Buffer[30];
			conv_in[4] = IFM_Buffer[31];
			conv_in[5] = IFM_Buffer[32];
			conv_in[6] = IFM_Buffer[37];
			conv_in[7] = IFM_Buffer[38];
			conv_in[8] = IFM_Buffer[39];
		end
		43 : begin
			conv_in[0] = IFM_Buffer[24];
			conv_in[1] = IFM_Buffer[25];
			conv_in[2] = IFM_Buffer[26];
			conv_in[3] = IFM_Buffer[31];
			conv_in[4] = IFM_Buffer[32];
			conv_in[5] = IFM_Buffer[33];
			conv_in[6] = IFM_Buffer[38];
			conv_in[7] = IFM_Buffer[39];
			conv_in[8] = IFM_Buffer[40];
		end
		44 : begin
			conv_in[0] = IFM_Buffer[25];
			conv_in[1] = IFM_Buffer[26];
			conv_in[2] = IFM_Buffer[27];
			conv_in[3] = IFM_Buffer[32];
			conv_in[4] = IFM_Buffer[33];
			conv_in[5] = IFM_Buffer[34];
			conv_in[6] = IFM_Buffer[39];
			conv_in[7] = IFM_Buffer[40];
			conv_in[8] = IFM_Buffer[41];
		end
		45 : begin
			conv_in[0] = IFM_Buffer[28];
			conv_in[1] = IFM_Buffer[29];
			conv_in[2] = IFM_Buffer[30];
			conv_in[3] = IFM_Buffer[35];
			conv_in[4] = IFM_Buffer[36];
			conv_in[5] = IFM_Buffer[37];
			conv_in[6] = IFM_Buffer[42];
			conv_in[7] = IFM_Buffer[43];
			conv_in[8] = IFM_Buffer[44];
		end
		46 : begin
			conv_in[0] = IFM_Buffer[29];
			conv_in[1] = IFM_Buffer[30];
			conv_in[2] = IFM_Buffer[31];
			conv_in[3] = IFM_Buffer[36];
			conv_in[4] = IFM_Buffer[37];
			conv_in[5] = IFM_Buffer[38];
			conv_in[6] = IFM_Buffer[43];
			conv_in[7] = IFM_Buffer[44];
			conv_in[8] = IFM_Buffer[45];
		end
		47 : begin
			conv_in[0] = IFM_Buffer[30];
			conv_in[1] = IFM_Buffer[31];
			conv_in[2] = IFM_Buffer[32];
			conv_in[3] = IFM_Buffer[37];
			conv_in[4] = IFM_Buffer[38];
			conv_in[5] = IFM_Buffer[39];
			conv_in[6] = IFM_Buffer[44];
			conv_in[7] = IFM_Buffer[45];
			conv_in[8] = IFM_Buffer[46];
		end
		48 : begin
			conv_in[0] = IFM_Buffer[31];
			conv_in[1] = IFM_Buffer[32];
			conv_in[2] = IFM_Buffer[33];
			conv_in[3] = IFM_Buffer[38];
			conv_in[4] = IFM_Buffer[39];
			conv_in[5] = IFM_Buffer[40];
			conv_in[6] = IFM_Buffer[45];
			conv_in[7] = IFM_Buffer[46];
			conv_in[8] = IFM_Buffer[47];
		end
		49 : begin
			conv_in[0] = IFM_Buffer[32];
			conv_in[1] = IFM_Buffer[33];
			conv_in[2] = IFM_Buffer[34];
			conv_in[3] = IFM_Buffer[39];
			conv_in[4] = IFM_Buffer[40];
			conv_in[5] = IFM_Buffer[41];
			conv_in[6] = IFM_Buffer[46];
			conv_in[7] = IFM_Buffer[47];
			conv_in[8] = IFM_Buffer[48];
		end
	endcase
end
always @(posedge clk) begin
		for(i = 0; i < 9; i = i + 1) begin
			conv_in_seq[i] <= conv_in[i];
		end
end
always @(posedge clk) begin
		for(i = 0; i < 9; i = i + 1) begin
			multi_out[i] <= conv_in_seq[i] * Weight_Buffer[i];
		end
end
always @(posedge clk) begin
        add_3_0 <= multi_out[0] + multi_out[1] + multi_out[2] + multi_out[3];
        add_3_1 <= multi_out[4];
        add_3_2 <= multi_out[5] + multi_out[6] + multi_out[7] + multi_out[8];
end
always @(posedge clk or negedge rst_n) begin
	if(!rst_n) begin
		count <= 0;
		cur_state <= IDLE;
	end
	else begin
		count <= (in_valid) ? count + 1 : (count < 52 && count > 0) ? count + 1 : 0;
		cur_state <= nxt_state;
	end
end
always @(posedge clk or negedge rst_n) begin
	if(!rst_n) begin
		out_valid <= 0;
		Out_OFM <= 0;
	end
	else begin
		out_valid <= (nxt_state == OUT) ? 1 : 0;
		Out_OFM <= add_3_0 + add_3_1 + add_3_2;
	end
end
endmodule
==> ./run.sh <==
#!/bin/bash
# OpenROAD 26Q1-2900-gdf79404cd8, Yosys 0.63+post, stock flow scripts
make -C /OpenROAD-flow-scripts/flow DESIGN_CONFIG=/design/flow/config.mk WORK_HOME=/design/flow/orfs finish
==> ./config.mk <==
export PLATFORM = sky130hd
export DESIGN_NAME = Convolution_optimize_dic290
export DESIGN_NICKNAME = Convolution_optimize_dic290
export VERILOG_FILES = /design/flow/design.v
export SDC_FILE = /design/flow/constraint.sdc
export NUM_CORES = 4
export LEC_CHECK = 1
export CORE_UTILIZATION = 50
==> ./constraint.sdc <==
current_design Convolution_optimize_dic290

set clk_period 18.4
set clk_io_pct 0.2

create_clock -name clk0 -period $clk_period [get_ports {clk}]

set non_clock_inputs [all_inputs -no_clocks]
set_input_delay [expr $clk_period * $clk_io_pct] -clock clk0 $non_clock_inputs
set_output_delay [expr $clk_period * $clk_io_pct] -clock clk0 [all_outputs]
==> results_dict.tcl <==
# place-and-route summary
set metrics [dict create \
    comb_power_share 0.482 \
    p_seq_frac 0.344 \
    hp-start "multi_out[4][10]$_DFF_P_" \
    route.met3.wl_um 87000 \
    dp_hpwl_um 389000 \
    cap_violations 0 \
    instances_no_fill 18900 \
    placementRows 200 \
    rr_endpoint "multi_out[7][29]$_DFF_P_" \
    grt_pass1_vias 122000 \
    clock_latency_ps 940 \
    drt_drc_violations_left 0 \
    peakVddDrop_mv 0.111 \
    max_freq_mhz 148 \
    synth_top_cell_by_count "inv_1" \
    common_cells "2096 x inv_1, 1907 x fa_1, 1391 x nand2_1, 1086 x and2_1, 1042 x ha_1" \
    ys_types 86 \
    ys_chip_area_sq_um 149000 \
    globalplace.congestion 1.01 \
    pwr-share-clk 0.174 \
    status "finished, final reports clean" \
    vias_per_cell 6.25 \
    wl_met2_um 226000 \
    ff_type "dfrtp_1" \
    cp-start-kind "flop" \
    dr.max_layer_used "met5" \
    cellPowerDensity_nw_per_um2 134 \
    cts_htree_levels 4 \
    cts_setup_buffers 0 \
    endpoint_kind "flop" \
    antenna_found_initial 97 \
    warnings 49 \
    num_vias 118000 \
    fin_crit_ps 6770 \
    fp.dieH_um 549 \
    die-area_sq_um 301000 \
    layout-drive-gt1-share 0.113 \
    slew_headroom 0.232 \
    initial_core_util 0.503 \
    ys_cells 15100 \
    p_switching_w 0.0107 \
    grt_overflow_total 0 \
    cts_root_buf "clkbuf_16" \
    grt_start_max_net_pins 120 \
    fill_cells 26500 \
    synth.area.top_cells "fa_1 26%, dfrtp_1 16%, ha_1 8.7%, dfxtp_1 7.1%, mux2_2 7.0%" \
    ctsResizeCount 0 \
    ys_ff 1503 \
    crit_arrival_ps 7570 \
    reg2reg_slack_ps 11630 \
    area.growth.synth_to_final_pct 7.55 \
    r2r_cells 22 \
    drtIter0Drc 12100 \
    grt_pass1_wl_um 823000 \
    async_reset_ff_frac 0.646 \
    cts_hold_buf 0 \
    r2r-start "conv_in_seq[7][7]$_DFF_P_" \
    finalMaxSlewViolations 0 \
    path_max_fanout 16 \
    design.core.area_sq_um 297000 \
    port_buffers 72 \
    hold_viol_final 0 \
    largest_area_cell "fa_1" \
    dr.pass1.iters 13 \
    num_io_pins 73 \
    synthCells 15100 \
    required_ps 19210 \
    routed_wl_um 554000 \
    path_class "flop to flop" \
    fin_crit_sh 0.368 \
    whs_endpoint "add_3_1[10]$_DFF_P_" \
    wl_per_cell_um 29.2 \
    die_x_um 549 \
    ant_nets 0 \
    seq_area_frac_synth 0.234 \
    top_area_frac 0.255 \
    setup_violations 0 \
    hold-path-cell-count 0 \
    edf_count 0 \
    rsz0062_at_grt "no" \
    p_int_w 0.0108 \
    synth_area_sq_um 149000 \
    power_leakage_nw 77.5 \
    finalSetupTns_ps 0 \
    yosys_warnings 6 \
    synth.avg_cell_area_sq_um 9.90 \
    swShare 0.496 \
    track_usage 0.396 \
    cts_tree "yes" \
    clk_pin_slew_ps 60 \
    m1WireLength_um 201000 \
    dp.cells 18400 \
    cts.sink_count 1503 \
    clockBufferDepth 4 \
    numCtsBuffers 178 \
    skew_ps 109 \
    worstMarginPinSlew_ps 1150 \
    min_path_type "flop to flop" \
]
-- power by group through the flow --
stage         Combinational, W  Clock, W  Sequential [W]
CTS                     0.0103   0.00378         0.00727
global route            0.0116   0.00391         0.00751
finish                  0.0104   0.00374         0.00741
-- layer usage --
layer | vias up | global-route usage
li1 | 50300 | -
met1 | 58800 | 0.522
met2 | 7049 | 0.532
met3 | 2010 | 0.226
met4 | 100 | 0.205
met5 | - | 0.0173
-- area by class of cell --
cell class | instances | area (sq um) | area share
multi-input combinational | 10500 | 103000 | 0.642
sequential | 1503 | 34900 | 0.217
inverter | 2096 | 7870 | 0.0490
clock buffer | 241 | 5110 | 0.0318
tap | 3939 | 4930 | 0.0307
timing repair buffer | 394 | 3210 | 0.0200
clock inverter | 80 | 985 | 0.00613
antenna | 190 | 475 | 0.00296
-- registers in the layout (all words and copies together) (netlist names) --
signal         cells
IFM_Buffer       784
multi_out        288
Weight_Buffer    144
conv_in_seq      144
Out_OFM           36
add_3_0           34
add_3_2           34
add_3_1           32
count              6
out_valid          1
-- critical path, stage by stage (launching register included) --
cell	delay (ps)
dfxtp_1	820
nand2_1	180
fa_1	570
inv_1	50
fa_1	500
inv_1	60
fa_1	530
inv_1	50
fa_1	450
fa_1	490
inv_1	50
fa_1	470
inv_1	40
ha_1	370
a21oi_1	190
o21ai_0	160
a22oi_1	260
a31oi_1	180
a221oi_1	460
o21ai_0	250
a21o_1	220
a21oi_1	170
xnor2_1	130
-- layout by cell type, fill, tap and decap left out, drive strengths merged, types with 21 or more instances in the layout --
cell / n
clkinv: 31
inv: 2118
nand2: 1391
buf: 337
a211oi: 29
diode: 190
clkdlybuf4s50: 57
nor2b: 57
nor3: 60
nand3: 219
and3: 36
o21bai: 35
o21ai: 146
a21o: 187
dfxtp: 532
nand2b: 34
or3: 21
nand4: 308
a222oi: 143
clkbuf: 241
o21a: 46
and2: 1086
xnor2: 234
mux2: 929
a21oi: 277
a22o: 283
fa: 1907
nor2: 349
dfrtp: 971
a31oi: 44
a221oi: 299
xor2: 100
ha: 1042
a22oi: 1019
-- metrics by stage --
step | hold WS [ps] | worst slack, ps | utilization | total power, W | area [sq um]
floorplan | 310 | 12300 | - | 0.0130 | 149000
global placement | 311 | 11570 | 0.519 | 0.0175 | 154000
detailed placement | 312 | 11550 | 0.519 | 0.0175 | 154000
global route | 328 | 11050 | 0.540 | 0.0230 | 160000
CTS | 325 | 11630 | 0.539 | 0.0214 | 160000
finish | 324 | 11630 | 0.541 | 0.0215 | 161000
-- worst max-delay path by stage --
stage	start	end	slack, ps	cells after the start
after CTS	conv_in_seq[7][7]$_DFF_P_	multi_out[7][29]$_DFF_P_	11630	22
after global routing	conv_in_seq[6][13]$_DFF_P_	multi_out[6][30]$_DFF_P_	11050	20
final	conv_in_seq[7][7]$_DFF_P_	multi_out[7][29]$_DFF_P_	11630	22
-- cell families (layout without fill, tap and decap cells) --
| kind of cell | count (synthesis) | in the layout | synth area share |
|---|---|---|---|
| AOI/OAI and AO/OA | 2658 | 2658 | 0.135 |
| xor gates and xnor gates | 334 | 334 | 0.0196 |
| adders and majority gates | 2949 | 2949 | 0.343 |
| buffers and inverters | 3107 | 2811 | 0.0783 |
| DFF | 1503 | 1503 | 0.234 |
| muxes | 930 | 930 | 0.0701 |
| other | 0 | 190 | 0 |
| and+or+nand+nor | 3618 | 3618 | 0.121 |
Power figures rest on the tool's default switching activity, not on a simulated workload.
