==> flow/run.sh <==
#!/bin/bash
# OpenROAD 26Q1-2900-gdf79404cd8, Yosys 0.63+post, stock flow scripts
make -C /OpenROAD-flow-scripts/flow DESIGN_CONFIG=/design/flow/config.mk WORK_HOME=/design/flow/orfs finish
==> flow/design.v <==
module Convolution_with_pipeline_dic290(
    input clk, rst_n,             
    input in_valid, weight_valid,  
    input [15:0] In_IFM_1,        
    input [15:0] In_Weight_1,     
    output reg out_valid,         
    output reg [35:0] Out_OFM     
);
wire [15:0] I0, I1, I2, I3, I4, I5, I6, I7, I8;
wire [35:0] Adder;
reg [7:0] count, n_out;
integer i;
reg [15:0] IFM_Buffer [0:48];     
reg [15:0] Weight_Buffer [0:8];   
reg [31:0] pipe1 [0:8];
reg [32:0] pipe2 [0:4];
reg [33:0] pipe3 [0:2];
reg [34:0] pipe4 [0:1];
assign I0 = IFM_Buffer[n_out];
assign I1 = IFM_Buffer[n_out+1];
assign I2 = IFM_Buffer[n_out+2];
assign I3 = IFM_Buffer[n_out+7];
assign I4 = IFM_Buffer[n_out+8];
assign I5 = IFM_Buffer[n_out+9];
assign I6 = IFM_Buffer[n_out+14];
assign I7 = IFM_Buffer[n_out+15];
assign I8 = IFM_Buffer[n_out+16];
assign Adder = pipe4[0] + pipe4[1];
always @(posedge clk or negedge rst_n) begin
    if (!rst_n) begin
        for (i = 0; i < 9; i = i + 1)
            Weight_Buffer[i] <= 0;
    end
    else if (weight_valid && count < 9)
        Weight_Buffer[count] <= In_Weight_1;
end
always @(posedge clk or negedge rst_n) begin
    if (!rst_n) begin
        n_out <= 0;
        count <= 0;
        for (i = 0; i < 49; i = i + 1)
            IFM_Buffer[i] <= 0;
    end
    else begin
        if (in_valid) begin
            count <= count + 1;
            if (count < 49) IFM_Buffer[count] <= In_IFM_1;
        end
        else if (out_valid == 0 || count > 52) count <= 0;
        else count <= count + 1;
        if (count > 24) begin
            if (n_out % 7 == 4) n_out <= n_out + 3;
            else n_out <= n_out + 1;
        end
        else n_out <= 0;
    end
end
always @(posedge clk or negedge rst_n) begin
    if (!rst_n) begin
        Out_OFM <= 36'd0;
        out_valid <= 1'd0;
    end
    else if (count > 28) begin
        Out_OFM <= Adder;
        out_valid <= 1'd1;
    end
    else begin
        Out_OFM <= 36'd0;
        out_valid <= 1'd0;
    end
end
always @(posedge clk) begin
    pipe1[0] <= I0 * Weight_Buffer[0];
    pipe1[1] <= I1 * Weight_Buffer[1];
    pipe1[2] <= I2 * Weight_Buffer[2];
    pipe1[3] <= I3 * Weight_Buffer[3];
    pipe1[4] <= I4 * Weight_Buffer[4];
    pipe1[5] <= I5 * Weight_Buffer[5];
    pipe1[6] <= I6 * Weight_Buffer[6];
    pipe1[7] <= I7 * Weight_Buffer[7];
    pipe1[8] <= I8 * Weight_Buffer[8];
    pipe2[0] <= pipe1[0] + pipe1[1];
    pipe2[1] <= pipe1[2] + pipe1[3];
    pipe2[2] <= pipe1[4] + pipe1[5];
    pipe2[3] <= pipe1[6] + pipe1[7];
    pipe2[4] <= pipe1[8];
    pipe3[0] <= pipe2[0] + pipe2[1];
    pipe3[1] <= pipe2[2] + pipe2[3];
    pipe3[2] <= pipe2[4];
    pipe4[0] <= pipe3[0] + pipe3[1];
    pipe4[1] <= pipe3[2];
end
endmodule
==> flow/config.mk <==
export PLATFORM = sky130hd
export DESIGN_NAME = Convolution_with_pipeline_dic290
export DESIGN_NICKNAME = Convolution_with_pipeline_dic290
export VERILOG_FILES = /design/flow/design.v
export SDC_FILE = /design/flow/constraint.sdc
export NUM_CORES = 4
export LEC_CHECK = 1
export CORE_UTILIZATION = 40
==> flow/constraint.sdc <==
current_design Convolution_with_pipeline_dic290

set clk_period 45.8
set clk_io_pct 0.2

create_clock -name clk0 -period $clk_period [get_ports {clk}]

set non_clock_inputs [all_inputs -no_clocks]
set_input_delay [expr $clk_period * $clk_io_pct] -clock clk0 $non_clock_inputs
set_output_delay [expr $clk_period * $clk_io_pct] -clock clk0 [all_outputs]
==> flow_summary_export.csv <==
group,metric,value,unit
run_status,stop_error,"[ERROR GRT-0116] Global routing finished with congestion. Check the congestion regions in the DRC Viewer.",
yosys,yosys.area.top_type_share,19.8,%
placement,port_buffers,72,
floorplanning,die_x,668,um
clock_network,clock_path_buffers,4,
clock_network,post_cts_resized,0,
floorplanning,pin_count,73,
yosys,ys_area,178000,sq um
yosys,async_flop_share,61.3,%
placement,dp_hpwl,1100000,um
grt,grt_pass1_vias,231000,
clock_network,cts_buffers,203,
grt,grt_pass1_wl,2580000,um
yosys,synth.area.top_cells,"fa_1 20%, dfrtp_1 14%, ha_1 8.6%, dfxtp_1 7.0%, a22o_1 6.4%",
grt,grt_overflow_total,5413,
yosys,ys_types,104,
yosys,flop_cell,"dfrtp_1",
clock_network,hold_buffers,0,
yosys,ys_seq_share,20.8,%
grt,grt_max_degree,104,
grt,grt_util_all_layers,88.2,%
run_status,status,"did not finish",
floorplanning,die_h,668,um
yosys,syn_area_per_cell,8.99,sq um
run_status,stop_stage,"5_1_grt",
clock_network,cts_root_buf,"clkbuf_16",
clock_network,numClockSinks,1600,
floorplanning,num_rows,244,
yosys,synth_cells,19700,
yosys,yosysCellCount,19700,
yosys,syn_area,178000,sq um
placement,dp.cells,25500,
clock_network,cts.htree.levels,4,
yosys,most_common_cell,"inv_1",
yosys,top_area_cell,"fa_1",
yosys,synth-edff-count,0,
placement,gp_congestion,1.49,
clock_network,cts_setup_buffers,0,
yosys,synth-seq-cells,1600,
floorplanning,fp_util,40.2,%
yosys,yosys_warnings,7,
yosys,top_cells_by_count,"2193 x inv_1, 1927 x nand2_1, 1754 x fa_1",
## per-layer routing
| layer | overflow | track usage, % |
|---|---|---|
| met1 | 769 | 91.1 |
| met2 | 2184 | 95.0 |
| met3 | 1119 | 84.3 |
| met4 | 1226 | 76.0 |
| met5 | 115 | 73.6 |
## kinds of logic after synthesis
logic type	Yosys count	share of synthesized area (%)
fa+ha+maj	2973	28.4
compound gates	4772	21.2
simple gates	5037	13.3
xor+xnor	485	2.39
flops	1600	20.8
mux	853	5.39
buf+inv	4027	8.52
## stage by stage
step / total power [W] / instance area (sq um) / worst slack, ns
global placement: 0.0133 / 194000 / 32.48
floorplan: 0.0103 / 178000 / 34.69
detailed placement: 0.0133 / 194000 / 32.71
CTS: 0.0152 / 201000 / 32.72
Power is estimated from default activity; no workload was simulated.
